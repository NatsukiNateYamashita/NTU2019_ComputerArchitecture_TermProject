## flow/config.mk

```make
export PLATFORM = sky130hd
export DESIGN_NAME = Registers
export DESIGN_NICKNAME = Registers
export VERILOG_FILES = /design/flow/design.v
export SDC_FILE = /design/flow/constraint.sdc
export NUM_CORES = 4
export LEC_CHECK = 1
export CORE_UTILIZATION = 50
```

## flow/constraint.sdc

```tcl
current_design Registers

set clk_period 11.5
set clk_io_pct 0.2

create_clock -name clk0 -period $clk_period [get_ports {clk_i}]

set non_clock_inputs [all_inputs -no_clocks]
set_input_delay [expr $clk_period * $clk_io_pct] -clock clk0 $non_clock_inputs
set_output_delay [expr $clk_period * $clk_io_pct] -clock clk0 [all_outputs]
```

## flow/design.v

```verilog
module Registers
(
    clk_i,
    RS1addr_i,
    RS2addr_i,
    RDaddr_i, 
    RDdata_i,
    RegWrite_i, 
    RS1data_o, 
    RS2data_o 
);
input               clk_i;
input   [4:0]       RS1addr_i;
input   [4:0]       RS2addr_i;
input   [4:0]       RDaddr_i;
input   [31:0]      RDdata_i;
input               RegWrite_i;
output  [31:0]      RS1data_o; 
output  [31:0]      RS2data_o;
reg     [31:0]      register        [0:31];
assign  RS1data_o = (RS1addr_i == RDaddr_i && RegWrite_i && RDaddr_i != 0)? RDdata_i : register[RS1addr_i];
assign  RS2data_o = (RS2addr_i == RDaddr_i && RegWrite_i && RDaddr_i != 0)? RDdata_i : register[RS2addr_i];
always@(posedge clk_i) begin
    if(RegWrite_i && RDaddr_i != 0)
        register[RDaddr_i] <= RDdata_i;
end
endmodule 
```

## flow/run.sh

```bash
#!/bin/bash
# OpenROAD 26Q1-2900-gdf79404cd8, Yosys 0.63+post, stock flow scripts
make -C /OpenROAD-flow-scripts/flow DESIGN_CONFIG=/design/flow/config.mk WORK_HOME=/design/flow/orfs finish
```

==> impl_metrics.json <==
{
  "crit_slowest_cell": "buf_4",
  "largest_reg_flops": 1024,
  "grt.overflow.total": 0,
  "critPathRequiredTime_ps": 9200,
  "rows": 111,
  "fin_hold_ws_ps": 2430,
  "cts_htree_levels": 3,
  "globalplace.congestion": 0.865,
  "vias_per_cell": 6.84,
  "crit_family": "buffers and inverters",
  "syn_to_final_growth_pct": 13.6,
  "cap_violations": 0,
  "warnings": 29,
  "slew_viol_final": 0,
  "power.density_mw_per_mm2": 155,
  "slowest_delay_ps": 700,
  "core_area_mm2": 0.0921,
  "synth_seq_share_pct": 65.9,
  "clockBufferDepth": 3,
  "leakage_uw": 0.0162,
  "rsz0062_at_grt": "false",
  "antenna_found_initial": 0,
  "netlist.area_leader.share_pct": 65.9,
  "wl_per_cell_um": 37.0,
  "fin_area_mm2": 0.0530,
  "drc_errors": 0,
  "setup_viol": 0,
  "period_used_pct": 75.9,
  "fillers": 6583,
  "netlist_area_mm2": 0.0467,
  "path_cells": "buf_8, buf_12, buf_4, buf_4, mux4_2, o22ai_1, nor4_1, mux2_2, clkdlybuf4s50_1",
  "first_iter_violations": 1681,
  "fin_tns_setup_ps": 0,
  "cts_made_buffers": 106,
  "synth.avg_cell_area_um2": 21.2,
  "die_w_um": 308,
  "reg_top3": "register: 1024 flops",
  "p_comb_share_pct": 8.5,
  "postRouteAntennaNets": 0,
  "seq_power_share_pct": 50.8,
  "tightest_slew_ps": 1080,
  "crit_type": "in -> out",
  "syn_inst": 2205,
  "placed_area_mm2": 0.0497,
  "top_cells_by_area": "edfxtp_1 66%, mux4_2 25%, o22ai_1 3.4%",
  "grt_pass1_wl_um": 197000,
  "port-buffer-count": 112,
  "ff_type": "edfxtp_1",
  "endpoint_kind": "output port",
  "p_sw_uw": 1790,
  "hp-class": "in -> reg",
  "post_cts_buffers": 0,
  "grt_max_degree": 101,
  "p_int_uw": 6450,
  "cp_common_cell": "buf_4",
  "regMostFlops": "register",
  "num_vias": 25400,
  "grt_usage_pct": 33.9,
  "power_switching_share_pct": 21.7,
  "clock-sinks": 1024,
  "hold_viol": 0,
  "outcome": "finished, final reports clean",
  "drt_wl_total_um": 137000,
  "ys_types": 36,
  "worst_setup_path_start_kind": "input pin",
  "first_pass_iters": 6,
  "dpl.hpwl_um": 75500,
  "relSlewSlack_pct": 27.8,
  "root_buffer": "clkbuf_16",
  "edf_count": 1024,
  "ys_area_mm2": 0.0467,
  "ir_worst_vdd_v": 0.000122,
  "path_buffers": 5,
  "die_area_mm2": 0.0946,
  "grt_pass1_vias": 28500,
  "ys.warnings.count": 1,
  "crit_arrival_ps": 6430,
  "fp_util_pct": 50.7,
  "fmax_mhz": 115,
  "cts_hold_buf": 0,
  "path_max_fanout": 62,
  "async_flop_share_pct": 0,
  "cts_tree": "built",
  "synth_top_cell_by_area": "edfxtp_1",
  "ios": 113,
  "clk_pin_slew_ps": 60,
  "cts-resized-gates": 0,
  "drive_gt1_share_pct": 35.9,
  "p_clk_share_pct": 40.7,
  "fin_crit_ps": 8730,
  "ys_cells": 2205,
  "synth_flops": 1024,
  "die_h_um": 308
}
[cell families after synthesis]
| kind of cell | Yosys count | share of synthesized area, % |
|---|---|---|
| DFF | 1024 | 65.9 |
| muxes | 579 | 26.3 |
| AOI/OAI and AO/OA | 258 | 3.51 |
| buffers and inverters | 192 | 2.26 |
| and+or+nand+nor | 141 | 1.84 |
| xor gates and xnor gates | 10 | 0.188 |
| other | 1 | 0.00803 |
[synthesized netlist by cell type (all sizes together) (6+ instances only)]
library cell / count
mux4: 511
clkbuf: 69
or3b: 8
edfxtp: 1024
nor2: 35
xnor2: 6
nor4: 64
mux2: 66
buf: 122
nand3b: 12
o22ai: 253
nand3: 7
[per-stage QoR]
| step | cells | setup WS (ps) | total power (uW) | utilization (%) |
|---|---|---|---|---|
| 6_report | 3712 | 2770 | 8240 | 57.6 |
| 5_1_grt | 3711 | 2350 | 8470 | 57.6 |
| 4_1_cts | 3711 | 2570 | 8290 | 57.6 |
| 3_5_place_dp | 3519 | 2630 | 4970 | 53.9 |
| 3_3_place_gp | 3519 | 2610 | 4960 | 53.9 |
| 2_1_floorplan | 2236 | 5390 | 4670 | - |
[layer usage]
layer / GRT usage (%) / vias up / part of all wire [%]
li1: - / 10200 / -
met1: 41.6 / 12900 / 30
met2: 48.0 / 2002 / 48
met3: 28.7 / 274 / 20
met4: 7.54 / 8 / 2.9
met5: 2.48 / - / 0.17
[power by group through the flow]
| stage | combinational [uW] | clock (uW) | sequential, uW |
|---|---|---|---|
| CTS | 707 | 3400 | 4180 |
| global route | 747 | 3530 | 4190 |
| finish | 701 | 3350 | 4180 |
[cell usage in the layout, fill, tap and decap left out, types with 6 or more instances in the layout]
master              n
clkbuf_1           33
mux2_2             61
conb_1             32
bufinv_16          11
clkdlybuf4s50_1   108
edfxtp_1         1024
o22ai_1           253
xnor2_1             6
buf_12              6
nand3b_1           12
or3b_2              8
clkinv_2           14
nor2_4             31
clkbuf_16         107
buf_4             113
nor4_1             62
mux4_2            511
clkinv_1           22
[final timing paths]
path / startpoint / endpoint / slack [ps] / cells after the start
setup / recovery: RS2addr_i[0] / RS2data_o[20] / 2770 / 9
hold / removal: RDdata_i[19] / register[3][19] / 2430 / 2
[final cells by class]
cell class	instances	area (um2)	share of cell area, %
Sequential cell	1024	30700	58.0
Multi-Input combinational cell	1020	15200	28.7
Clock buffer	140	2800	5.28
Timing Repair Buffer	231	2110	3.98
Tap cell	1243	1560	2.93
Clock inverter	52	557	1.05
Inverter	1	3.75	0.00708
Antenna cell	1	2.50	0.00472
No activity file was given, so power comes from the tool's default toggle rates.
