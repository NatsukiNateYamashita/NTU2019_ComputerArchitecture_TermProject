## /design/flow/design.v

```verilog
module ALU(
    data1_i    ,
    data2_i    ,
    ALUCtrl_i  ,
    data_o     ,
    Zero_o
);
input       [31:0]  data1_i;
input       [31:0]  data2_i;
input       [3:0]   ALUCtrl_i;
output reg  [31:0]  data_o;
output reg          Zero_o;
always @(*) begin
   if(data1_i && data2_i) begin
    	 case (ALUCtrl_i)
    		  4'b0010: data_o <= data1_i + data2_i;
    		  4'b1000: data_o <= data1_i * data2_i;
      		4'b0110: data_o <= data1_i - data2_i;
      		4'b0000: data_o <= data1_i & data2_i;
      		4'b0001:  data_o <= data1_i | data2_i;
      		default: data_o <= data1_i & data2_i;
    	endcase
  end
  else if(data1_i)begin
      case (ALUCtrl_i)
         4'b0010: data_o <= data1_i;
         4'b1000: data_o <= data1_i;
         4'b0110: data_o <= data1_i;
         4'b0000: data_o <= data1_i;
         4'b0001:  data_o <= data1_i;
         default: data_o <= data1_i;
     endcase
  end
  else begin
      case (ALUCtrl_i)
         4'b0010: data_o <= data2_i;
         4'b1000: data_o <= data2_i;
         4'b0110: data_o <= data2_i;
         4'b0000: data_o <= data2_i;
         4'b0001:  data_o <= data2_i;
         default: data_o <= data2_i;
      endcase
  end
	Zero_o = 1'b0;
end
endmodule
```

## /design/flow/run.sh

```bash
#!/bin/bash
# OpenROAD 26Q1-2900-gdf79404cd8, Yosys 0.63+post, stock flow scripts
make -C /OpenROAD-flow-scripts/flow DESIGN_CONFIG=/design/flow/config.mk WORK_HOME=/design/flow/orfs finish
```

## /design/flow/config.mk

```make
export PLATFORM = sky130hd
export DESIGN_NAME = ALU
export DESIGN_NICKNAME = ALU
export VERILOG_FILES = /design/flow/design.v
export SDC_FILE = /design/flow/constraint.sdc
export NUM_CORES = 4
export LEC_CHECK = 1
export CORE_UTILIZATION = 40
```

## /design/flow/constraint.sdc

```tcl
current_design ALU

set clk_period 28.2
set clk_io_pct 0.2

create_clock -name clk0 -period $clk_period

set non_clock_inputs [all_inputs -no_clocks]
set_input_delay [expr $clk_period * $clk_io_pct] -clock clk0 $non_clock_inputs
set_output_delay [expr $clk_period * $clk_io_pct] -clock clk0 [all_outputs]
```

==> flow_summary.rst <==
Run summary
-----------

.. list-table::
   :header-rows: 1

   * - Metric
     - Value
   * - Number of endpoints with negative hold slack in the final report
     - 0
   * - Slew headroom
     - 47.29%
   * - Type of the worst setup path
     - primary input to output port
   * - Worst hold path type
     - primary input to output port
   * - Number of vias after detailed routing
     - 16,778
   * - Routing usage on met2
     - 43.36%
   * - Clock period minus worst slack
     - 19,780 ps
   * - Worst Hold Endpoint
     - data_o[18]
   * - Pwr per Cell Area
     - 228.4 nW/um^2
   * - Number of max-cap violations
     - 0
   * - Sequential cells
     - 0
   * - Global routing usage on met1
     - 41.23%
   * - Gr ovfl total
     - 0
   * - Number of global-route vias before repair
     - 17,863
   * - Number of antenna violations at the first check in global routing
     - 0
   * - Width of the die
     - 224.8 um
   * - Area taken by flip-flops and latches
     - 0 um^2
   * - Leading cell types by total area after synthesis
     - fa_1, ha_1, and2_1
   * - Overall die height
     - 224.8 um
   * - Result of the run
     - completed
   * - Placed instance area
     - 21,560 um^2
   * - Number of DRC violations after detailed routing
     - 0
   * - Cell count of the worst hold path
     - 5
   * - Switching share of power
     - 56.96%
   * - DRC marker count from the first detailed-route iteration
     - 951
   * - Largest voltage drop on the vdd net
     - 0.3335 mV
   * - F_max
     - 50.56 MHz
   * - Detailed Routing Iterations Pass 1
     - 8
   * - Final HPWL from detailed placement
     - 50,500 um
   * - Internal cell power
     - 2.120 mW
   * - Routability congestion estimate from global placement
     - 1.012
   * - Row count
     - 81
   * - Final setup violation count
     - 0
   * - Count of mapped cells out of synthesis
     - 2,408
   * - Net Sw Power
     - 2.806 mW
   * - Setup bufs post-CTS
     - 0
   * - Cell type with the highest aggregate area in the netlist
     - fa_1
   * - Area overhead of the layout relative to synthesis
     - 8.614%
   * - Post-route cell area
     - 21,570 um^2
   * - Number of clock buffers in the layout
     - 0
   * - Fraction of layout cells with a size suffix above 1
     - 3.604%
   * - Total die area
     - 50,530 um^2
   * - Routed len/inst
     - 22.01 um
   * - Endpoint kind of the worst setup timing path
     - output port
   * - Data arrival time of the worst path
     - 14,140 ps
   * - Portion of the post-synthesis area used by sequential elements
     - 0%
   * - Port Buf Inserts
     - 100
   * - Worst Tran Pin Value
     - 786.4 ps
   * - Fraction of met3 tracks used by global routing
     - 12.18%
   * - Synth top area share
     - 41.24%
   * - Vias per Instance
     - 5.449
   * - Std-Cell Core Area
     - 48,950 um^2
   * - Largest net degree at the start of global routing
     - 37
   * - Count of unique library cells instantiated by Yosys
     - 77
   * - CP Max Fanout
     - 25
   * - Required arrival time at the worst endpoint
     - 22,560 ps
   * - Wire length of the first global-routing pass
     - 106,300 um
   * - Number of pins exceeding their max-slew limit in the final report
     - 0
   * - Routed WL
     - 67,770 um
   * - Number of I/O pins
     - 101
   * - Hold_buf cts
     - 0
   * - Synthesized area divided by synthesized cell count
     - 8.246 um^2
   * - Global-route total usage across every layer
     - 29.72%
   * - Final ANT Viol Nets
     - 0
   * - Ratio of final minimum period to clock period
     - 70.14%
   * - PostCTS Resize Cnt
     - 0
   * - Startpoint of the most critical hold path
     - data2_i[18]
   * - Static Leakage
     - 10.21 nW
   * - Total number of warnings across the stage logs
     - 34
   * - Synthesized chip area reported by yosys
     - 19,860 um^2
   * - Initial standard-cell utilization of the core
     - 40.56%
   * - Setup repair after global routing missed its margin
     - no
   * - Startpoint types
     - primary input
   * - Synth Warn #
     - 1
   * - Area of the mapped netlist
     - 19,860 um^2
   * - Ys cells
     - 2,408
   * - Layer with the highest usage
     - met2
   * - Post-Route Setup TNS
     - 0 ps
==> worst max path at each step <==
stage | depth (start not counted) | from | slack (ps) | to
CTS | 24 | data2_i[7] | 8400 | data_o[30]
finish | 24 | data2_i[7] | 8420 | data_o[30]
global route | 24 | data2_i[7] | 8050 | data_o[30]
==> critical path, cell delays in order <==
cell and delay [ps]:
clkdlybuf4s50_1 460, buf_4 340, inv_1 220, nor2_1 320
fa_1 500, fa_1 430, fa_1 550, inv_1 50
fa_1 480, inv_1 60, fa_1 490, fa_1 560
fa_1 430, fa_1 450, ha_1 370, nand2_1 130
nor2_1 240, nand4_1 150, o41a_1 480, a31oi_1 420
mux2i_1 270, a21oi_1 100, a211oi_1 430, clkdlybuf4s50_1 540
==> routing by layer <==
| metal | vias up | part of all wire, % |
|---|---|---|
| met1 | 8141 | 40 |
| li1 | 7524 | - |
| met5 | - | 0.11 |
| met2 | 953 | 43 |
| met3 | 157 | 12 |
| met4 | 3 | 4.3 |
==> layout by cell type (no fill, tap or decap), types with 7 or more instances in the layout <==
cell type,n
a211oi_1,12
xnor2_1,85
clkdlybuf4s50_1,100
xor2_1,45
a21oi_1,86
a22oi_1,12
nand2b_1,8
or3_1,16
a31oi_1,13
o21bai_1,11
nand2_1,303
nor3_1,34
nor4_1,13
nor2_1,66
mux2i_1,10
nor2b_1,9
fa_1,409
a21o_1,18
and3_1,7
nand4_1,8
o31ai_1,12
and2_1,302
buf_4,66
ha_1,157
o22ai_1,9
nand3_1,18
o21ai_0,74
inv_1,401
a221oi_1,11
==> power by group through the flow <==
stage,Combinational (mW),Clock [mW],Sequential [mW]
CTS,4.86,0,0
global route,5.52,0,0
==> stage by stage <==
stage	hold WS [ps]	util, %	std cells	setup WS, ps	total power [mW]
6_report	12550	44.06	3079	8421	4.925
3_5_place_dp	12540	44.05	3078	8422	4.786
5_1_grt	12580	44.05	3078	8045	5.518
2_1_floorplan	11370	-	2408	10440	3.532
4_1_cts	12540	44.05	3078	8404	4.858
3_3_place_gp	12550	44.05	3078	8513	4.805
==> synthesized netlist by cell type, types with 4 or more instances <==
| cell type | instances |
|---|---|
| a211oi_1 | 12 |
| or3_1 | 16 |
| nand3b_1 | 6 |
| o31ai_1 | 12 |
| o21ai_1 | 4 |
| a21o_1 | 18 |
| buf_2 | 6 |
| nor2_1 | 67 |
| nor2b_1 | 9 |
| nand3_1 | 18 |
| clkbuf_1 | 149 |
| fa_1 | 409 |
| nand4_1 | 8 |
| ha_1 | 157 |
| buf_6 | 4 |
| xnor2_1 | 85 |
| o221ai_1 | 5 |
| nor4_1 | 13 |
| nand2_1 | 303 |
| mux2i_1 | 10 |
| nor3_1 | 34 |
| and2_1 | 302 |
| a21oi_1 | 86 |
| o21ai_0 | 74 |
| a2111oi_0 | 4 |
| o21a_1 | 6 |
| xor2_1 | 45 |
| a22oi_1 | 12 |
| a31oi_1 | 13 |
| o21bai_1 | 11 |
| o22ai_1 | 9 |
| a221oi_1 | 11 |
| nand2b_1 | 8 |
| or4_1 | 4 |
| and3_1 | 7 |
| nor3b_1 | 5 |
| inv_1 | 401 |
| o41ai_1 | 6 |
==> cell type report <==
cell class         count  area, um^2
well taps            664       830.8
repair buffers       166        1496
fillers             4693       27390
diodes                 1       2.502
inverters            401        1505
multi-input cells   1847       17730
==> logic make-up after synthesis <==
family | after synthesis | share of synthesized area, %
AND-OR/OR-AND | 323 | 10.55
buffers and inverters | 561 | 10.81
multiplexers | 10 | 0.5041
AND/OR/NAND/NOR | 816 | 21.14
adder cells (fa/ha/maj) | 566 | 51.13
other | 1 | 0.01889
XOR/XNOR | 131 | 5.848
Power figures rest on the tool's default switching activity, not on a simulated workload.
