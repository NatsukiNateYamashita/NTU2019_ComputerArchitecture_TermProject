--- ./config.mk ---
export PLATFORM = sky130hd
export DESIGN_NAME = dcache_top
export DESIGN_NICKNAME = dcache_top
export VERILOG_FILES = /design/flow/design.v
export SDC_FILE = /design/flow/constraint.sdc
export NUM_CORES = 4
export LEC_CHECK = 1
export CORE_UTILIZATION = 40
export SYNTH_MEMORY_MAX_BITS = 65536
--- ./constraint.sdc ---
current_design dcache_top

set clk_period 210.4
set clk_io_pct 0.2

create_clock -name clk0 -period $clk_period [get_ports {clk_i}]

set non_clock_inputs [all_inputs -no_clocks]
set_input_delay [expr $clk_period * $clk_io_pct] -clock clk0 $non_clock_inputs
set_output_delay [expr $clk_period * $clk_io_pct] -clock clk0 [all_outputs]
--- ./design.v ---
module dcache_data_sram
(
    clk_i,
    addr_i,
    data_i,
    enable_i,
    write_i,
    data_o
);
input               clk_i;
input    [4:0]      addr_i;
input    [255:0]    data_i;
input               enable_i;
input               write_i;
output   [255:0]    data_o;
reg      [255:0]    memory[0:31];
always@(posedge clk_i) begin
    if(enable_i && write_i) begin
        memory[addr_i] <= data_i;
    end
end
assign data_o = (enable_i) ? memory[addr_i] : 256'b0;
endmodule
module dcache_tag_sram
(
    clk_i,
    addr_i,
    data_i,
    enable_i,
    write_i,
    data_o
);
input              clk_i;
input    [4:0]     addr_i;
input    [23:0]    data_i;
input              enable_i;
input              write_i;
output   [23:0]    data_o;
reg      [23:0]    memory [0:31];
always@(posedge clk_i) begin
    if(enable_i && write_i) begin
        memory[addr_i]   <= data_i;
    end
end
assign data_o = (enable_i) ? memory[addr_i] : 24'b0;
endmodule
module dcache_top
(
    clk_i,
    rst_i,
    mem_data_i,
    mem_ack_i,
    mem_data_o,
    mem_addr_o,
    mem_enable_o,
    mem_write_o,
    p1_data_i,
    p1_addr_i,
    p1_MemRead_i,
    p1_MemWrite_i,
    p1_data_o,
    p1_stall_o
);
input                 clk_i;
input                 rst_i;
input    [256-1:0]    mem_data_i;
input                 mem_ack_i;
output   [256-1:0]    mem_data_o;
output   [32-1:0]     mem_addr_o;
output                mem_enable_o;
output                mem_write_o;
input    [32-1:0]     p1_data_i;
input    [32-1:0]     p1_addr_i;
input                 p1_MemRead_i;
input                 p1_MemWrite_i;
output   [32-1:0]     p1_data_o;
output                p1_stall_o;
wire    [4:0]         cache_sram_index;
wire                  cache_sram_enable;
wire    [23:0]        cache_sram_tag;
wire    [255:0]       cache_sram_data;
wire                  cache_sram_write;
wire    [23:0]        sram_cache_tag;
wire    [255:0]       sram_cache_data;
wire                  sram_valid;
wire                  sram_dirty;
parameter             STATE_IDLE         = 3'h0,
                      STATE_READMISS     = 3'h1,
                      STATE_READMISSOK   = 3'h2,
                      STATE_WRITEBACK    = 3'h3,
                      STATE_MISS         = 3'h4;
reg     [2:0]         state;
reg                   mem_enable;
reg                   mem_write;
reg                   cache_we;  
wire                  cache_dirty;
reg                   write_back;
wire    [4:0]         p1_offset;
wire    [4:0]         p1_index;
wire    [21:0]        p1_tag;
wire    [255:0]       r_hit_data;
wire    [21:0]        sram_tag;
wire                  hit;             
reg     [255:0]       w_hit_data;
wire                  write_hit;
wire                  p1_req;
reg     [31:0]        p1_data;
assign    p1_req     = p1_MemRead_i | p1_MemWrite_i;
assign    p1_offset  = p1_addr_i[4:0];
assign    p1_index   = p1_addr_i[9:5];
assign    p1_tag     = p1_addr_i[31:10];
assign    p1_stall_o = ~hit & p1_req;      
assign    p1_data_o  = p1_data;
assign    sram_valid = sram_cache_tag[23];
assign    sram_dirty = sram_cache_tag[22];
assign    sram_tag   = sram_cache_tag[21:0];
assign    cache_sram_index  = p1_index;
assign    cache_sram_enable = p1_req;
assign    cache_sram_write  = cache_we | write_hit;
assign    cache_sram_tag    = {1'b1, cache_dirty, p1_tag};
assign    cache_sram_data   = (hit) ? w_hit_data : mem_data_i;
assign    mem_enable_o = mem_enable;
assign    mem_addr_o   = (write_back) ? {sram_tag, p1_index, 5'b0} : {p1_tag, p1_index, 5'b0};  
assign    mem_data_o   = sram_cache_data;
assign    mem_write_o  = mem_write;
assign    write_hit    = hit & p1_MemWrite_i;
assign    cache_dirty  = write_hit;
integer index;
assign hit = (sram_valid && sram_tag == p1_tag )? 1'b1 :
                                                  1'b0 ;
assign r_hit_data = (hit)? sram_cache_data:  
                           mem_data_i;       
always@(p1_offset or r_hit_data) begin
		index <= p1_offset*8;
		p1_data = r_hit_data[index+:32];
end
always@(p1_offset or r_hit_data or p1_data_i) begin
      w_hit_data <= r_hit_data;
	  index <= p1_offset*8;
	  w_hit_data[index+:32] <= p1_data_i;
end
always@(posedge clk_i or negedge rst_i) begin
    if(~rst_i) begin
        state      <= STATE_IDLE;
        mem_enable <= 1'b0;
        mem_write  <= 1'b0;
        cache_we   <= 1'b0;
        write_back <= 1'b0;
    end
    else begin
        case(state)
            STATE_IDLE: begin
                if(p1_req && !hit) begin       
                    state <= STATE_MISS;
                end
                else begin
                    state <= STATE_IDLE;
                end
            end
            STATE_MISS: begin
                if(sram_dirty) begin           
                    mem_enable <= 1'b1;  
                    mem_write  <= 1'b1;  
                    cache_we   <= 1'b0;  
                    write_back <= 1'b1;  
                    state <= STATE_WRITEBACK;
                end
                else begin                       
                    mem_enable <= 1'b1;  
                    mem_write  <= 1'b0;  
                    cache_we   <= 1'b0;  
                    write_back <= 1'b0;  
                    state <= STATE_READMISS;
                end
            end
            STATE_READMISS: begin
                if(mem_ack_i) begin             
                    mem_enable <= 1'b0;  
                    cache_we   <= 1'b1;  
                    state <= STATE_READMISSOK;
                end
                else begin
                    state <= STATE_READMISS;
                end
            end
            STATE_READMISSOK: begin             
                cache_we <= 1'b0;  
                state <= STATE_IDLE;
            end
            STATE_WRITEBACK: begin
                if(mem_ack_i) begin             
                    mem_write  <= 1'b0;  
                    write_back <= 1'b0;  
                    state <= STATE_READMISS;
                end
                else begin
                    state <= STATE_WRITEBACK;
                end
            end
        endcase
    end
end
dcache_tag_sram dcache_tag_sram
(
    .clk_i(clk_i),
    .addr_i(cache_sram_index),
    .data_i(cache_sram_tag),
    .enable_i(cache_sram_enable),
    .write_i(cache_sram_write),
    .data_o(sram_cache_tag)
);
dcache_data_sram dcache_data_sram
(
    .clk_i(clk_i),
    .addr_i(cache_sram_index),
    .data_i(cache_sram_data),
    .enable_i(cache_sram_enable),
    .write_i(cache_sram_write),
    .data_o(sram_cache_data)
);
endmodule
--- ./run.sh ---
#!/bin/bash
# OpenROAD 26Q1-2900-gdf79404cd8, Yosys 0.63+post, stock flow scripts
make -C /OpenROAD-flow-scripts/flow DESIGN_CONFIG=/design/flow/config.mk WORK_HOME=/design/flow/orfs finish
==> qor_table.md <==
| Parameter | This run |
|:---|:---|
| Synthesized area per cell | 21.3 sq um |
| Wire per inst | 44.4 um |
| Worst setup slack for register-to-register paths | 201210 ps |
| Overall die width | 941 um |
| Count of filler cells inserted in the layout | 71300 |
| Biggest area consumer among synthesized cells | edfxtp_1 |
| Dominant cell by count in the synthesized netlist | edfxtp_1 |
| WS Path Type | input port to output port |
| Skew-Pair Late Insertion Delay | 1300 ps |
| Setup_tns | 0 ps |
| Die Height | 941 um |
| Critical path peak fanout | 91 |
| Type of element launching the critical path | input port |
| Count of input and output buffers | 642 |
| Maximum number of pins on one net before global-route repair | 92 |
| Clock slew at reported path FFs | 60 ps |
| Post-detailed-route count of antenna-violating nets | 0 |
| Number of clock sinks seen by CTS | 8936 |
| Vias | 192000 |
| Final Critical Period | 95230 ps |
| Cts hold-fix bufs | 0 |
| Violation count after the first detailed-routing iteration | 16600 |
| Yosys cell count | 16600 |
| Top cells by count | edfxtp_1 (8928), mux4_2 (2193), a22oi_1 (876) |
| Worst flop-to-flop path endpoint | dcache_data_sram.memory[7][0]$_DFFE_PP_ |
| Leftover overflow at the end of global routing | 0 |
| Worst setup path endpoint | p1_data_o[0] |
| Status | complete, but fails checks |
| Maximum Capacitance Violations | 0 |
| Worst flop-to-flop path startpoint | dcache_tag_sram.memory[15][11]$_DFFE_PP_ |
| Finish-stage setup viols | 0 |
| Top achievable clock speed | 0.0105 GHz |
| Worst-case clock skew | 114 ps |
| Core Region | 878000 sq um |
| Power per Cell Area | 9.36 nW/um^2 |
| Number of synthesized flops with an enable pin | 8928 |
| Minimum hold slack | 472 ps |
| Final count of pins violating max slew | 2 |
| Chip area from the yosys synthesis statistics | 353000 sq um |
| Fraction of layout instances using a drive strength above 1 | 26.8% |
| Global-route wire length before repair | 1840000 um |
| Placer congestion estimate | 1.02 |
| Syn-to-layout area delta | 16.0% |
| Via count of the first global-routing pass | 206000 |
| Startpoint of the worst setup timing path | p1_addr_i[6] |
| Violated checks | max-slew violations |
| Reg2Reg Depth | 20 |
| Path category of the worst min-delay check | flop to flop |
| Area of the chip | 885000 sq um |
| Seq/Total Area, Yosys | 76.1% |
| Share of Yosys cell area claimed by the top area cell type | 76.1% |
| Number of instances in the synthesized netlist | 16600 |
| Setup repair after global routing missed its margin | no |
| Maximum buffer depth of the clock tree | 4 |
| CTS tree | built |
| Data arrival time of the critical path | 53150 ps |
| Pre-Place Util | 40.2% |
| Post-synth ARST share | 0.0895% |
| Count of cell types in the netlist | 91 |
| Site row count | 344 |
| Crit path capture type | output port |
| VDD IR-drop max | 0.0000111 V |
| Cell depth of the worst hold path | 1 |
| # IOs | 648 |
| Number of setup buffers added after CTS | 0 |
| Clock Root Buffer | clkbuf_16 |
| Number of detailed-routing iterations run before antenna repair | 6 |
| Endpoint required time on the critical path | 168320 ps |
| Most instantiated flip-flop cell in the synthesis netlist | edfxtp_1 |
| Level count of the clock H-tree | 6 |
| Period Utilization, post-route | 45.3% |
| Post-CTS Resized | 0 |
| Total half-perimeter wirelength after legalization and detailed placement | 900000 um |
| Aggregate routed wire length | 1380000 um |
| Final count of hold timing violations | 0 |
| Antenna violations before repair | 269 |
| Worst slew margin | -0.00633% |
| Leak | 128 nW |
| Synth Warn # | 3 |
| Combined area of all synthesized cells | 353000 sq um |
| Total DRC errors in the routed layout | 0 |
| Routed via count divided by cell count | 6.18 |
| Clock buffer count from CTS | 859 |
| Post-synthesis register bit count | 8936 |
| Pin slew with the least headroom to its limit | 1500 ps |
| Tool Warnings | 30 |
| Global-route usage over all layers | 34.4% |
| Top cells, area | edfxtp_1 (76%), mux4_2 (14%), a22oi_1 (1.9%), mux2i_1 (1.8%), nor2_1 (0.80%) |
report_power, final:
part           leakage, nW  switching (mW)  total, mW  internal (mW)
Clock                 13.1           0.674       1.50          0.826
Sequential            80.5         0.00386       1.98           1.98
Combinational         34.2           0.239      0.343          0.104
Total                  128           0.917       3.83           2.91
how the worst min path moves through the flow:
stage / from / slack (ps) / endpoint
after CTS: state[2]$_DFF_PN0_ / 480 / state[0]$_DFF_PN1_
after global routing: state[2]$_DFF_PN0_ / 490 / state[0]$_DFF_PN1_
final: state[2]$_DFF_PN0_ / 470 / state[0]$_DFF_PN1_
flip-flops by register name, indices dropped and copies added, names as in the netlist:
register / cells
cache_we: 1
dcache_data_sram.memory: 8192
dcache_tag_sram.memory: 736
mem_enable: 1
mem_write: 1
state: 5
critical path, cell delays in order:
cell and delay (ps):
buf_16 360, buf_4 650, buf_4 760, buf_4 570
buf_4 720, mux2i_1 300, o22ai_1 130, nor4_1 460
a31oi_1 210, xnor2_1 190, nand4_1 540, nor2_4 250
buf_4 260, and3_4 520, buf_4 640, buf_4 600
buf_4 480, buf_4 610, mux2i_1 210, mux2i_1 220
nand2b_1 130, a311oi_1 90, o211ai_1 1060, buf_4 310
clkdlybuf4s50_1 490
per-layer routing:
metal  routed length (um)  vias to the layer above  part of all wire (%)  GRT usage (%)
met5                 9870                        -                  0.71           9.67
met4               108000                      202                   7.8           19.5
met3               284000                     3140                    21           29.8
met2               596000                    16800                    43           45.5
met1               384000                    97100                    28           36.6
li1                     -                    75000                     -              -
area by class of cell:
| class | instances | area (sq um) | share of cell area, % |
|---|---|---|---|
| Clock buffer | 1087 | 22500 | 5.51 |
| Sequential cell | 8936 | 268000 | 65.6 |
| Tap cell | 11600 | 14500 | 3.55 |
| Antenna cell | 327 | 818 | 0.200 |
| Clock inverter | 481 | 4590 | 1.12 |
| Inverter | 124 | 478 | 0.117 |
| Multi-Input combinational cell | 6483 | 80100 | 19.6 |
| Timing Repair Buffer | 2069 | 17600 | 4.30 |
per-stage QoR:
step | worst slack, ps | cell area, sq um | power (mW) | std cells | utilization (%)
2_1_floorplan | 122490 | 353000 | 2.17 | 16600 | -
3_3_place_gp | 115150 | 381000 | 2.35 | 29200 | 43.4
3_5_place_dp | 115220 | 381000 | 2.35 | 29200 | 43.4
4_1_cts | 115160 | 408000 | 3.83 | 30800 | 46.5
5_1_grt | 114730 | 409000 | 3.91 | 31000 | 46.6
6_report | 115170 | 409000 | 3.83 | 31100 | 46.6
logic make-up (layout without fill, tap and decap cells):
family / after synthesis / count (layout) / share of synthesized area [%]
simple gates: 1473 / 1473 / 2.02
mux: 2871 / 2871 / 16.0
xor+xnor: 26 / 26 / 0.0646
fa+ha+maj: 4 / 4 / 0.0142
other cells: 1 / 332 / 0.00106
flops: 8936 / 8936 / 76.1
buf+inv: 1170 / 3761 / 1.50
compound gates: 2104 / 2104 / 4.33
cells in the final DEF (no fill, tap or decap), types with 64 or more instances in the layout:
cell type           n
inv_1             120
o221ai_1           71
a21oi_1           142
nand4_1           144
clkinv_2          144
edfxtp_1         8928
buf_4            1393
a22oi_1           876
o22ai_1           210
clkbuf_1          220
nand2_1           165
clkbuf_16         867
clkinv_1          197
o21ai_0            85
nor2_1            647
diode_2           327
a21oi_2           116
mux4_2           2193
a22o_1            153
and2_1            124
a221oi_1          155
clkdlybuf4s50_1   636
mux2i_1           618
nor2_2             64
Power figures rest on the tool's default switching activity, not on a simulated workload.
